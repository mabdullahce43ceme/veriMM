File: flow/design.v
`timescale 1ns / 1ps
module BaudRate(input clk,   input [1:0] b_sel, output reg bclk_8, bclk
    );
reg [20:0] counter;
reg [4:0] counter2;
parameter 
B1 = 325,  
B2 = 651,  
B3 = 1302,
B4 = 3906;
initial
begin
	bclk_8 <= 0;
	bclk <= 0;
	counter <= 0;
	counter2 <= 0;
end
always @(posedge clk  )
begin
	if (counter2 == 8)
	begin
		bclk <= ~bclk;
		counter2 <= 0;
	end
	counter <= counter + 1;
	case (b_sel)
		2'b00: begin 
		if (counter == B1)
		begin
			bclk_8 <= ~bclk_8;
			counter <= 0;
			counter2 <= counter2 + 1;
		end
		end
		2'b01: begin 
		if (counter == B2)
		begin
			bclk_8 <= ~bclk_8;
			counter <= 0;
			counter2 <= counter2 + 1;
		end
		end
		2'b10: begin 
		if (counter == B3)
		begin
			bclk_8 <= ~bclk_8;
			counter <= 0;
			counter2 <= counter2 + 1;
		end
		end
		2'b11: begin 
		if (counter == B4)
		begin
			bclk_8 <= ~bclk_8;
			counter <= 0;
			counter2 <= counter2 + 1;
		end
		end
	endcase
end
endmodule
File: flow/run.sh
#!/bin/bash
# OpenROAD 26Q1-2900-gdf79404cd8, Yosys 0.63+post, stock flow scripts
make -C /OpenROAD-flow-scripts/flow DESIGN_CONFIG=/design/flow/config.mk WORK_HOME=/design/flow/orfs finish
File: flow/config.mk
export PLATFORM = sky130hd
export DESIGN_NAME = BaudRate
export DESIGN_NICKNAME = BaudRate
export VERILOG_FILES = /design/flow/design.v
export SDC_FILE = /design/flow/constraint.sdc
export NUM_CORES = 4
export LEC_CHECK = 1
export CORE_UTILIZATION = 30
File: flow/constraint.sdc
current_design BaudRate

set clk_period 3.8
set clk_io_pct 0.2

create_clock -name clk0 -period $clk_period [get_ports {clk}]

set non_clock_inputs [all_inputs -no_clocks]
set_input_delay [expr $clk_period * $clk_io_pct] -clock clk0 $non_clock_inputs
set_output_delay [expr $clk_period * $clk_io_pct] -clock clk0 [all_outputs]
==> results.rst <==
Flow metrics
------------

.. list-table::
   :header-rows: 1

   * - Metric
     - Value
   * - Dominant non-sequential cell family after synthesis
     - simple AND/OR/NAND/NOR gates
   * - Critical Path Start Type
     - primary input
   * - Simple-gate share of the synthesized area
     - 0.3065
   * - CTS Hold Buffers Added
     - 0
   * - RD Place Congestion
     - 0.8676
   * - Final design instance area without fill
     - between 1500 and 2000 um^2
   * - Final setup TNS
     - 0 ns
   * - Layout cells sized above 1
     - 0.1718
   * - Setup repair after global routing missed its margin
     - false
   * - Number of top-level pins
     - 5
   * - Nature of the critical path endpoint
     - flip-flop
   * - CP peak stage delay
     - roughly 0.46 ns
   * - Synthesized cell area
     - 1555 um^2
   * - Synth Area per Inst
     - 9.781 um^2
   * - Number of max-slew violations in the final report
     - 0
   * - Worst clock skew
     - between 0.01 and 0.015 ns
   * - Critical path, cell by cell
     - clkdlybuf4s50_1 -> and4bb_2 -> nand3b_2 -> o41a_4 -> o22ai_4 -> mux2i_1
   * - Post-Synth AOI/OAI Area
     - 0.07884
   * - Clk buf depth
     - 2
   * - Hold WS
     - 0.4537 ns
   * - CTS tree
     - built
   * - Fp_density
     - 0.3208
   * - Number of cells in the design after placement
     - 226
   * - Number of distinct standard cells referenced by the synthesized netlist
     - 45
   * - Synth top cell by count
     - sky130_fd_sc_hd__dfxtp_1
   * - Arr. time, crit path
     - 2.75 ns
   * - Post-CTS Setup Bufs
     - 0
   * - Asr flop ratio synth
     - 0
   * - Critical Path Fanout Max
     - 14
   * - Vertical extent of the die
     - 74 um
   * - FILL cells
     - 486
   * - Transition time at the pin with the least slew margin
     - 0.6059 ns
   * - Mux contribution to synthesized area
     - 0.01931
   * - Flop and latch count out of synthesis
     - 28
   * - Total leakage power
     - 0.6384 nW
   * - Global route total overflow
     - 0
   * - Detailed Route WL
     - 2.554 mm
   * - Peak supply drop
     - 0.1390 mV
   * - Number of design-rule violations left by the first detailed-router iteration
     - between 70 and 80
   * - Core ar.
     - 4848 um^2
   * - Clock slew at the register clock pins of the worst setup and hold paths
     - 0.08 ns
   * - Port bufs
     - 4
   * - Horizontal die dimension
     - 74 um
   * - Post-CTS sizing
     - 0
   * - Chip area estimate from yosys synthesis
     - between 1500 and 2000 um^2
   * - Number of global-route vias before repair
     - 1,011
   * - Residual antenna-violating net count after detailed routing
     - 0
   * - Max Clk Rate
     - between 300 and 400 MHz
   * - Critical path class
     - primary input to flip-flop
   * - Number of cells in the finished layout apart from fillers
     - 230
   * - Source of the worst hold timing path
     - counter2[4]
   * - Remaining DRCs
     - 0
   * - Power density over cell area
     - 277.5 nW/um^2
   * - Buffer and inverter count on the worst path
     - 1
   * - Normalized max-slew margin
     - 0.5961
   * - Vias/cell
     - 4.630
   * - Die area
     - ~5500 um^2
   * - Share of the cycle needed by the critical path after routing
     - 0.6719
   * - Inserted Clock Buffers
     - 3
   * - Cell types occupying the most area after synthesis
     - sky130_fd_sc_hd__dfxtp_1 (33%), sky130_fd_sc_hd__xnor2_1 (7.3%), sky130_fd_sc_hd__xor2_1 (4.5%)
   * - Placement row count
     - 25
   * - Number of max-cap violations
     - 0
   * - EDFF count, synth
     - 2
   * - Crit-path leading delay family
     - AND-OR/OR-AND gates
   * - Global-route wire length before repair
     - ~4.6 mm
   * - Reg2Reg Launch Point
     - counter[0]
   * - Clock tree sinks
     - 28
   * - Layout-stage area growth over the synthesis result
     - 7.643%
   * - Total tool warning count
     - 28
   * - Path type of the worst min-delay path
     - flip-flop to flip-flop
   * - Drt pass-1 iters
     - 4
   * - Initial antenna violation count
     - 0
   * - Power consumption
     - between 0.4 and 0.5 mW
   * - Slowest cell on the critical path
     - sky130_fd_sc_hd__clkdlybuf4s50_1
   * - Post-synthesis sequential area ratio
     - 0.3733
   * - Setup violators final
     - 0
   * - Area share of xor/xnor cells in the synthesized design
     - 0.1183
   * - Diode count
     - 0
   * - HPWL after DPL
     - 1.898 mm
   * - Setup crit start
     - b_sel[0]
   * - Total of warnings raised by yosys
     - 1
   * - Final Hold Vio Count
     - 0
   * - Share of the synthesized area in the top cell type
     - 0.3347
   * - Largest net degree at the start of global routing
     - 16
   * - Post-place instance area
     - 1629 um^2
   * - Most numerous cell types in the synthesized netlist
     - sky130_fd_sc_hd__dfxtp_1 (26), sky130_fd_sc_hd__inv_1 (13), sky130_fd_sc_hd__nand2_1 (13), sky130_fd_sc_hd__xnor2_1 (13), sky130_fd_sc_hd__nand3_1 (12)
   * - GRT Overall Usage
     - 0.1077
   * - Insertion delay to the later sink of the worst-skew pair
     - 0.27 ns
   * - Master cell of the clock root buffer
     - sky130_fd_sc_hd__clkbuf_8
   * - Result of the run
     - finished, final reports clean
   * - Fraction of the mapped netlist area in adder cells
     - 0.04023
   * - Final routed wire length divided by cell count
     - 11.10 um
   * - Dominant flop cell
     - sky130_fd_sc_hd__dfxtp_1
   * - Vias
     - about 1,100
   * - Cells in synth_stat.txt
     - 159
   * - H-tree levels
     - 1
   * - Data required time of the critical path
     - 4.00 ns
   * - Shortest period the worst path allows
     - 2.553 ns
   * - Dominant cell type by area after synthesis
     - sky130_fd_sc_hd__dfxtp_1
   * - Synth Instances
     - 159
==> registers in the layout, summed over array words and instances (netlist names) <==
name and cells:
counter 21, bclk_8 1, bclk 1, counter2 5
==> layout make-up <==
class	instances	area [um^2]	area share
tap	67	83.83	0.05007
sequential	28	580.6	0.3468
multi-input combinational	114	875.8	0.5232
inverter	13	48.80	0.02915
timing repair buffer	4	40.04	0.02392
clock buffer	4	45.04	0.02691
==> routing by layer <==
layer / GRT usage / wire (um)
met1: 0.1688 / 1398
met2: 0.1576 / 1032
met3: 0.02610 / 106
met4: 0.01068 / 17
met5: 0 / 0
==> final timing paths <==
kind / endpoint / slack (ns) / depth (start not counted)
max reg2reg: counter2[3] / 1.44 / 7
min reg2reg: counter2[4] / 0.45 / 1
max: counter2[3] / 1.25 / 6
min: counter2[4] / 0.45 / 1
==> power breakdown <==
group          leakage (nW)  switching, mW  total (mW)  internal (mW)
sequential            0.236              0       0.296          0.296
combinational         0.380        0.00297     0.00576        0.00279
clock                0.0228         0.0877       0.163         0.0751
==> layout by cell type (no fill, tap or decap), types with 2 or more instances in the layout <==
cell type / count
sky130_fd_sc_hd__dfxtp_1: 26
sky130_fd_sc_hd__inv_1: 13
sky130_fd_sc_hd__nand2_1: 13
sky130_fd_sc_hd__xnor2_1: 13
sky130_fd_sc_hd__nand3_1: 12
sky130_fd_sc_hd__nor2_1: 10
sky130_fd_sc_hd__nor2_2: 10
sky130_fd_sc_hd__xor2_1: 8
sky130_fd_sc_hd__ha_1: 5
sky130_fd_sc_hd__clkdlybuf4s50_1: 4
sky130_fd_sc_hd__and4bb_2: 3
sky130_fd_sc_hd__nand4_1: 3
sky130_fd_sc_hd__and3_1: 3
sky130_fd_sc_hd__mux2i_1: 3
sky130_fd_sc_hd__clkbuf_8: 3
sky130_fd_sc_hd__nand3b_1: 2
sky130_fd_sc_hd__or3_1: 2
sky130_fd_sc_hd__nand2b_1: 2
sky130_fd_sc_hd__nor3_1: 2
sky130_fd_sc_hd__edfxtp_1: 2
==> metrics by stage <==
step	utilization	setup WS, ns
4_1_cts	0.3453	1.236
2_1_floorplan	-	1.677
3_3_place_gp	0.3360	0.9994
3_5_place_dp	0.3360	0.9312
6_report	0.3453	1.247
5_1_grt	0.3453	1.178
==> logic make-up after synthesis <==
kind of cell             count (synthesis)
AND/OR/NAND/NOR                         76
XOR/XNOR                                21
flip-flops                              28
adder cells (fa/ha/maj)                  5
buffers and inverters                   17
AND-OR/OR-AND                            9
multiplexers                             3
==> worst register-to-register path: cells and delay by family, from the launching register on <==
kind | cells | cell delay [ns]
compound gates | 2 | 0.85
buf+inv | 2 | 0.14
mux | 1 | 0.24
fa+ha+maj | 1 | 0.19
flops | 1 | 0.37
simple gates | 1 | 0.52
Power and IR drop assume default switching activity.

==> design.v <==
`timescale 1ns / 1ps
module FSMMain(input clk, btn, rx_status, tx_status, input [1:0] b_sel, input [7:0] data1, data2, data3, RHR, output reg read, write, enableMAC, MAC_or_Size, acc, tx, output reg[2:0] MemSel, output reg [7:0] i,j,k, maxSize
    );
parameter
B1 = 325,  
B2 = 651,  
B3 = 1302,
B4 = 3906; 
reg [15:0] counter, counter2;
reg [7:0] tempi, tempj, tempk, prevRHR = 0;
reg [5:0] state = 0;
reg prev_rx_status, prev_tx_status;
always @(posedge clk)
begin
	case (state)
		default: state = 0;
		0: 
		begin
			tempi = 0;
			tempj = -1;  
			tempk = 0;
			counter = 0;
			counter2 = 0;
			maxSize = 0;  
			MemSel = 3;
			write = 0;
			read = 0;
			enableMAC = 0;
			MAC_or_Size = 0;
			acc = 0;
			tx = 0;
			if (RHR != prevRHR)
			begin
				prevRHR = RHR;
			case (RHR)
				4: begin state = 4; MemSel = 0; read = 1; end  
				8: begin state = 4; MemSel = 1; read = 1; tempk = -1; end  
				12: begin state = 4; MemSel = 2; read = 1; tempk = -1; end  
				16: begin state = 1; MemSel = 0; write = 1; end  
				32: begin state = 1; MemSel = 1; write = 1;  end  
				64: begin state = 7; MemSel = 2; MAC_or_Size = 1; read = 1; write = 1; end  
				128: 
				begin 
					state = 13; 
					MemSel = 2; 
					read = 1; 
					tempk = -1; 
					case (b_sel)
						default: counter =  B2*8*2;
						0: counter =  B1*8*2;
						2: counter =  B3*8*2;
						3: counter =  B4*8*2;
					endcase
				end  
				default: state = 0;
			endcase
			end
		end
		1:
		begin
			if (~rx_status & prev_rx_status)
			begin
				counter = RHR*RHR; 
				state = 2;
				tempj = 0;  
			end
		end
		2: 
		begin
			if (~rx_status & prev_rx_status)
			begin
				counter = counter - 1;
				tempj = tempj + 1;
				if (counter == 0)
				begin
					state = 0;
					write = 0;
					prevRHR = RHR;  
				end
			end
		end
		4: 
		begin
			if (MemSel == 0)
			begin
				maxSize = data1;
			end
			else if (MemSel == 1)
			begin
				tempk = 0;
				maxSize = data2;
			end
			else
			begin
				tempk = 0;
				maxSize = data3;
			end
			counter = maxSize*maxSize; 
			tempj = 0;
			state = 5; 
		end
		5: 
		begin 
			if (btn == 1)
			begin
				state = 6;
				counter = counter - 1;
				if (MemSel == 0)
				begin
					tempj = tempj + 1;
					if (tempj >= maxSize)
					begin
						tempi = tempi + 1;
						tempj = 0;
					end
				end
				else
				begin
					tempk = tempk + 1;
					if (tempk >= maxSize)
					begin
						tempj = tempj + 1;
						tempk = 0;
					end
				end
				if (counter == 0)
				begin
					state = 0;
					read = 0;
				end
			end
		end
		6:
		begin
			if (btn == 0)
				state = 5;
		end
		7:
		begin
			enableMAC = 1;
			MAC_or_Size = 0;
			acc = 1;
			write = 0;
			maxSize = data1; 
			MemSel = 2;
			tempj = 0;
			state = 8;
		end
		8:
		begin
			tempj = tempj + 1;
			write = 0;
			acc = 0;
			if (tempj >= maxSize)
			begin
				enableMAC = 0;
				write = 1;
				tempj = tempk;
				state = 9;
			end
			if (tempi >= maxSize)
			begin
				read = 0;
				state = 0;
			end
		end
		9:
		begin
			tempk = tempk + 1;
			tempj = 0;
			enableMAC = 1;
			write = 0;
			acc = 1;
			if (tempk >= maxSize)
			begin
				tempi = tempi + 1;
				tempk = 0;
			end
			state = 8;
		end
		13: begin counter2 = data3*data3 + 1; state = 10; end
		10:
		begin
			counter = counter - 1;
			if (counter == 0)
			begin
				state = 12;
			end
		end
		12:
		begin
			tx = 1;
			if (~tx_status & prev_tx_status)
			begin
				tempk = tempk + 1;
				counter2 = counter2 - 1;
				tx = 0;
				state = 10;
				case (b_sel)
						default: counter =  B2*8*2 + 20;  
						0: counter =  B1*8*2 + 20;
						2: counter =  B3*8*2 + 20;
						3: counter =  B4*8*2 + 20;
					endcase
				if (counter2 == 0)
				begin
					state = 0;
					tx = 0;
					read = 0;
				end	
			end
		end
 	endcase
	prev_tx_status = tx_status;
	prev_rx_status = rx_status;  
end
always @(*)
begin
	 i <= tempi;
	 j <= tempj;
	 k <= tempk;
end
endmodule
==> run.sh <==
#!/bin/bash
# OpenROAD 26Q1-2900-gdf79404cd8, Yosys 0.63+post, stock flow scripts
make -C /OpenROAD-flow-scripts/flow DESIGN_CONFIG=/design/flow/config.mk WORK_HOME=/design/flow/orfs finish
==> config.mk <==
export PLATFORM = sky130hd
export DESIGN_NAME = FSMMain
export DESIGN_NICKNAME = FSMMain
export VERILOG_FILES = /design/flow/design.v
export SDC_FILE = /design/flow/constraint.sdc
export NUM_CORES = 4
export LEC_CHECK = 1
export CORE_UTILIZATION = 40
==> constraint.sdc <==
current_design FSMMain

set clk_period 8.5
set clk_io_pct 0.2

create_clock -name clk0 -period $clk_period [get_ports {clk}]

set non_clock_inputs [all_inputs -no_clocks]
set_input_delay [expr $clk_period * $clk_io_pct] -clock clk0 $non_clock_inputs
set_output_delay [expr $clk_period * $clk_io_pct] -clock clk0 [all_outputs]
==> ci_impl_report.md <==
### Yosys + OpenROAD results

| Metric | Value |
|---|---|
| Fin crit share | `0.832` |
| Post-detailed-route count of antenna-violating nets | `0` |
| DR pass1 iterations | `6` |
| Slew margin rel. | `0.386` |
| CTS Buffer Depth | `2` |
| Netlist cell types | `around 71` |
| Cell Area, Synth | `0.0111 sq mm` |
| Core Area | `0.0270 sq mm` |
| Number of buffers created by CTS | `9` |
| Largest net degree at the start of global routing | `32` |
| PwrDens | `339 mW/mm^2` |
| GRT Total Usage | `0.204` |
| Root buffer cell | `clkbuf_16` |
| Yosys stat area | `between 0.01 and 0.015 sq mm` |
| Mux area share | `0.0130` |
| # rows | `~60` |
| Main logic family | `adder cells` |
| Max incr delay on CP | `between 700 and 800 ps` |
| Yosys warns | `1` |
| Setup TNS | `0 ps` |
| WP buf/inv | `4` |
| Post-Syn Instances | `1262` |
| Crit Path Category | `input pin to flip-flop` |
| Peak supply drop | `about 0.14 mV` |
| Flip-flops with a built-in enable | `84` |
| Post-CTS Setup Bufs | `0` |
| Post-synthesis adder-cell area fraction | `0.274` |
| CTS hold repair buffers | `0` |
| Simple-Gate Fraction of Synth Area | `0.175` |
| Num Clock Sinks | `86` |
| Synth Seq Share | `0.232` |
| DRC | `0` |
| Setup crit start kind | `input pin` |
| DRT Wirelength | `between 20000 and 30000 microns` |
| Vias in the first global route | `about 9000` |
| Setup WS pre-CTS | `between 1000 and 1500 ps` |
| Fraction of layout cells with a size suffix above 1 | `0.0414` |
| Max-Cap Viols | `0` |
| Skew final | `roughly 13 ps` |
| Period minus WS final | `7070 ps` |
| Worst hold path class | `flip-flop to flip-flop` |
| DP HPWL | `between 20000 and 25000 microns` |
| Tool Warnings | `36` |
| Post-route cell area | `0.0125 sq mm` |
| Overflow after GRT | `0` |
| Port-buffer cells | `between 70 and 80` |
| # Cells Yosys | `~1300` |
| Achievable clock frequency | `~0.14 GHz` |
| CTS H-tree depth | `3` |
| Fin Hold WS | `between 600 and 700 ps` |
| Post-route setup slack | `~1400 ps` |
| Vias per inst | `5.40` |
| Worst Max-Slew Pin Slew | `around 910 ps` |
| Insertion delay at the late pin of the worst-skew pair | `about 350 ps` |
| Leak | `5.53 nW` |
| IO Pins | `79` |
| RSZ-0062 raised after global routing | `no` |
| Antenna cell count | `0` |
| Core Util at FP | `0.409` |
| CTS tree | `done` |
| Clock slew at reported path FFs | `~70 ps` |
| Crit path DRT | `8590 ps` |
| Dominant cell area share | `0.228` |
| Area after DPL | `between 0.01 and 0.015 sq mm` |
| Placer Congestion | `between 0.9 and 1` |
| Ao+oa area frac | `0.147` |
| XOR/XNOR Area Share | `0.0776` |
| Critical Path End Type | `flip-flop` |
| Initial antenna violation count | `0` |
| Synth Area per Inst | `between 8 and 9 sq um` |
| Crit-path max FO | `11` |
| Chip height | `about 170 microns` |
| P&R area growth vs syn | `13.0%` |
| Chip area | `between 0.02 and 0.03 sq mm` |
| Post-CTS Resized | `0` |
| Outcome | `complete, no violations` |
| Main flop type | `edfxtp_1` |
| Total via count in the routed design | `about 9000` |
| Wire length per cell | `15.9 microns` |
| Top cells, area | `edfxtp_1, ha_1, fa_1` |
| Final slew viol count | `0` |
| DR iter-0 viols | `between 400 and 500` |
| DIE WIDTH | `approximately 170 microns` |
| Final count of negative-setup-slack endpoints | `0` |
| Number of synthesized register bits | `between 80 and 90` |
| Crit-path slowest cell | `a21oi_1` |
| First-pass GRT wire length | `between 40000 and 50000 microns` |
| Final hold violation count | `0` |
| Synth area leader | `edfxtp_1` |
| Crit path cell chain | `clkdlybuf4s50_1, a21oi_1, or2_2, inv_1, fa_1, fa_1, ha_1, inv_1, fa_1, inv_1, ha_1, o21ai_0, nor2_1, o31a_1, o21ai_0, a21oi_1, nand4b_1, or4b_2` |
| CP top delay family | `adder cells` |
| Arrival time at the worst endpoint | `between 7000 and 8000 ps` |
| Post-synth ARST share | `0` |
-- state kept, by name, summed over array words and instances (netlist names), 2 cells and up --
signal    count
counter2     16
counter      16
maxSize       8
prevRHR       8
tempi         8
tempj         8
tempk         8
state         4
MemSel        2
-- synthesized netlist by cell type, types with 6 or more instances --
| cell type | instances |
|---|---|
| nor4_1 | 12 |
| or3_1 | 7 |
| fa_1 | 75 |
| a31oi_1 | 8 |
| inv_1 | 180 |
| or2_2 | 7 |
| nor3_1 | 34 |
| a211o_1 | 9 |
| and2_1 | 32 |
| nand4_1 | 6 |
| xnor2_1 | 66 |
| a21oi_1 | 46 |
| nand2_1 | 88 |
| o21ai_0 | 65 |
| edfxtp_1 | 84 |
| clkbuf_1 | 40 |
| a21o_1 | 14 |
| nor2b_1 | 11 |
| and3_1 | 7 |
| nand3b_1 | 6 |
| o22ai_1 | 18 |
| ha_1 | 122 |
| nor2_1 | 116 |
| o21a_1 | 11 |
| o221ai_1 | 10 |
| nand2b_1 | 17 |
| o31ai_1 | 10 |
| a211oi_1 | 7 |
| nand3_1 | 24 |
| xor2_1 | 32 |
| mux2i_1 | 11 |
-- cell type report --
cell class,count,area [sq um]
Fill cell,2602,14500
Multi-Input combinational cell,949,7610
Sequential cell,86,2560
Timing Repair Buffer,95,906
Inverter,182,683
Tap cell,341,427
Clock buffer,9,225
Clock inverter,7,77.6
-- layout by cell type (no fill, tap or decap), types with 12 or more instances in the layout --
master           Yosys  final
nand2_1             88     88
fa_1                75     75
o22ai_1             18     18
nand3_1             24     24
buf_4                2     18
ha_1               122    122
nor4_1              12     12
nor2_1             116    116
xor2_1              32     32
nand2b_1            17     17
a21o_1              14     14
and2_1              32     32
clkdlybuf4s50_1      0     77
xnor2_1             66     66
o21ai_0             65     65
a21oi_1             46     46
edfxtp_1            84     84
inv_1              180    180
nor3_1              34     34
-- cells by family after synthesis --
| family | Yosys count |
|---|---|
| compound gates | 248 |
| fa+ha+maj | 197 |
| xor+xnor | 98 |
| other cells | 2 |
| buf+inv | 228 |
| simple gates | 389 |
| flops | 86 |
| mux | 14 |
-- per-layer routing --
metal,track usage,up-vias,routed length [microns]
li1,-,4471,-
met1,0.300,4264,11800
met2,0.327,246,12600
met3,0.0376,36,1610
met4,0.0403,0,610
met5,0,-,0
-- final timing paths --
check             from           to  slack (ps)  depth (start not counted)
min reg2reg   tempi[7]     tempi[7]         670                          2
max reg2reg  MemSel[0]  counter[12]        2620                         19
max           data3[1]  counter[12]        1430                         18
min           tempi[7]     tempi[7]         670                          2
-- per-stage QoR --
stage	power (mW)	utilization	instances
3_3_place_gp	3.82	0.451	1653
5_1_grt	4.68	0.462	1669
3_5_place_dp	3.84	0.451	1653
2_1_floorplan	3.02	-	1263
6_report	4.23	0.462	1669
4_1_cts	4.27	0.462	1669
-- worst reg2reg max path: cells and delay by family (launching register included) --
kind / cells / cell delay, ps
muxes: 1 / 260
adders and majority gates: 5 / 1990
and+or+nand+nor: 5 / 1120
buffers and inverters: 3 / 140
DFF: 1 / 670
AOI/OAI and AO/OA: 5 / 1440
-- report_power, final --
part	switching [mW]	total [mW]	internal [mW]	leakage (nW)
Clock	0.178	0.409	0.232	0.149
Sequential	0.244	1.04	0.798	0.834
Combinational	1.54	2.78	1.24	4.55
Total	1.96	4.23	2.27	5.53
Power and IR drop assume default switching activity.

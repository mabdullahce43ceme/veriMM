### flow/run.sh
#!/bin/bash
# OpenROAD 26Q1-2900-gdf79404cd8, Yosys 0.63+post, stock flow scripts
make -C /OpenROAD-flow-scripts/flow DESIGN_CONFIG=/design/flow/config.mk WORK_HOME=/design/flow/orfs finish
### flow/config.mk
export PLATFORM = sky130hd
export DESIGN_NAME = Mem
export DESIGN_NICKNAME = Mem
export VERILOG_FILES = /design/flow/design.v
export SDC_FILE = /design/flow/constraint.sdc
export NUM_CORES = 4
export LEC_CHECK = 1
export CORE_UTILIZATION = 40
export SYNTH_MEMORY_MAX_BITS = 65536
### flow/constraint.sdc
current_design Mem

set clk_period 187.4
set clk_io_pct 0.2

create_clock -name clk0 -period $clk_period [get_ports {clk}]

set non_clock_inputs [all_inputs -no_clocks]
set_input_delay [expr $clk_period * $clk_io_pct] -clock clk0 $non_clock_inputs
set_output_delay [expr $clk_period * $clk_io_pct] -clock clk0 [all_outputs]
### flow/design.v
`timescale 1ns / 1ps
module Mem(input [7:0] Inputdata, MAC_Result, i,j,k, maxSize, input [2:0] MemSel, input read, write, clk, MAC_or_Size, output [7:0] outA, outB, outC
    );
reg [7:0] MemA [255:0];
reg [7:0] MemB [255:0];
reg [7:0] MemC [255:0];
wire [7:0] addressA,addressB;
assign addressA = i*maxSize + j + 1;  
assign addressB = j*maxSize + k + 1;
assign outA = (read)? MemA[addressA]: 0;
assign outB = (read)? MemB[addressB]: 0;
assign outC = (read)? MemC[addressB]: 0;
initial
begin
end
always @(posedge clk)
begin
	if (write)
	begin
		case (MemSel)
			2'b00: MemA[addressA] = Inputdata;
			2'b01: MemB[addressA] = Inputdata;
			2'b10: MemC[addressA] = (MAC_or_Size)? outA : MAC_Result;
		endcase
	end
end
endmodule
==> metrics.cfg <==
[yosys]
top_area_share_pct = 77.0
synth-edff-count = 6144
largest_area_cell = edfxtp_1
ys_seq_share_pct = 77.0
ys_cells = 10400
syn_area_per_cell_um2 = 23.0
yosys_warnings = 1
synthArstFlopShare_pct = 0
netlist_area_um2 = 240000
topCellsByArea = edfxtp_1, mux4_2, nor2_1
synth_cell_types = 77
ys_area_um2 = 240000
ys_ff = 6144
syn_inst = 10400
ff_type = edfxtp_1

[critical_path]
cp_cell_sequence = clkdlybuf4s50_1 -> nand2_1 -> fa_1 -> inv_1 -> ha_1 -> ha_1 -> inv_1 -> fa_1 -> inv_1 -> fa_4 -> buf_4 -> and2_4 -> buf_4 -> buf_4 -> a221oi_1 -> a221oi_1 -> o21ai_1 -> a32oi_1 -> clkdlybuf4s50_1
crit_path_start_kind = input pin
critPathCaptureType = output pin
crit_required_ns = 149.92
cp_max_fo = 34
critPathArrivalTime_ns = 46.00
slowest_stage = fa_4
critPathKind = in2out
critPathMaxStageDelay_ns = 1.15

[floorplan]
fp_util_pct = 40.3
dieArea_um2 = 602000
die_y_um = 776
die_x_um = 776
coreArea_um2 = 595000
fp-row-count = 283
pin_count = 79

[outcome]
outcome = finished, final reports clean

[final_layout]
seq_area_um2 = 184000
drive_gt1_share_pct = 27.6
areaGrowthSynthToFinish_pct = 12.5
layout.cells.non_filler = 19300
fill_cells = 47900
comb_area_um2 = 52100

[final_timing]
post-route-min-period_ns = 83.48
worst_slew_pin_slew_ns = 1.10
hold_viol_final = 0
finalCritPeriodShare_pct = 44.5
holdWs_ns = 1.92
clock_skew_ns = 0.0453
final_max_slew_viol_count = 0
rsz0062_at_grt = no
setup_viol = 0
timing.fmax_mhz = 12.0
fin_tns_setup_ns = 0
slew-limit-headroom_pct = 26.2

[clocking]
postCtsResizedCells = 0
clock_path_buffers = 4
clkLatencyLatePin_ns = 1.09
cts_setup_buffers = 0
cts-buffers-inserted = 592
hold_buffers = 0
cts_tree = built
cts.sinks = 6144
clk_pin_slew_ns = 0.06
htreeDepth = 6
cts_root_buf = clkbuf_16

[routing]
wire_per_inst_um = 30.0
post-route-drc-count = 0
avgViaCountPerCell = 5.67
first_pass_iters = 7
postRouteAntennaNets = 0
detail_route.iter0.violations = 6611
wirelength_mm = 579
num_vias = 109000

[global_routing]
grt_max_degree = 140
antenna_found_initial = 12
grt_pass1_wl_mm = 845
grt_overflow_total = 0
grt_pass1_vias = 124000
grt_usage_pct = 21.3

[power_and_ir_drop]
powerDensity_nw_per_um2 = 14.7
ir_drop_mv = 0.0311
p_leak_uw = 0.0828
p_total_uw = 3950

[placed_design]
port_buffers = 78
detailed_place_hpwl_mm = 357
dp_cells = 18200
gp_congestion = 0.875

[job]
cap_violations = 0
warnings = 54

[hold_path]
hold_path.class = reg2reg

-- cell usage in the layout (no fill, tap or decap), types with 93 or more instances in the layout --
master,Yosys,final
edfxtp_1,6144,6144
mux4_2,1819,1819
nor2_1,795,791
clkbuf_16,0,603
buf_4,22,360
mux2i_1,173,173
clkinv_1,0,130
clkbuf_1,295,125
a22oi_1,110,110
nand2_1,111,97
clkinv_2,0,93
-- cells by family (layout without fill, tap and decap cells) --
| group | count (synthesis) | in the layout | share of synthesized area, % |
|---|---|---|---|
| flops | 6144 | 6144 | 77.0 |
| simple gates | 1085 | 1085 | 1.84 |
| mux | 2012 | 2012 | 17.9 |
| fa+ha+maj | 78 | 78 | 0.520 |
| xor+xnor | 39 | 39 | 0.156 |
| compound gates | 343 | 343 | 1.12 |
| other cells | 0 | 14 | 0 |
| buf+inv | 715 | 1592 | 1.44 |
-- critical path: cells and delay by family --
kind | cells | cell delay (ns)
buffers and inverters | 8 | 3.25
adders and majority gates | 5 | 2.71
AOI/OAI and AO/OA | 4 | 1.82
and+or+nand+nor | 2 | 0.58
-- per-stage QoR --
stage,instance area [µm²],worst slack (ns),utilization (%)
finish,270000,103.92,45.3
detailed placement,251000,103.95,42.1
CTS,269000,103.94,45.3
global route,270000,103.47,45.3
global placement,251000,103.90,42.1
floorplan,240000,107.87,-
-- final timing paths --
path                                    from      endpoint  slack [ns]  depth (start not counted)
worst min-delay path            MemA[242][5]  MemC[175][5]        1.92                          6
worst max register to register  MemA[120][7]   MemC[15][7]      182.26                         10
worst min register to register  MemA[242][5]  MemC[175][5]        1.92                          6
worst max-delay path              maxSize[0]       outA[0]      103.92                         19
-- sequential cells by signal, summed over array words and instances, names as in the netlist --
signal,cells
MemA,2048
MemB,2048
MemC,2048
-- cell type report --
cell class              count  area share (%)
diodes                     14          0.0130
clock buffers             728            5.77
clock inverters           333            1.15
inverters                  71          0.0989
multi-input cells        3557            19.3
flip-flops and latches   6144            68.5
well taps                7980            3.70
repair buffers            460            1.47
-- power breakdown --
part	internal [µW]	switching, µW
Combinational	361	776
Clock	656	501
Sequential	1660	0.948
Total	2680	1280
-- Yosys cell counts (20+ instances only) --
cell type  instances
edfxtp_1        6144
nand3_1           83
a22oi_1          110
xnor2_1           29
mux2i_1          173
buf_2            246
mux2_2            20
a221oi_1          38
ha_1              42
a22o_1            38
and2_1            34
clkbuf_1         295
o22ai_1           21
fa_1              36
nor2_1           795
buf_4             22
mux4_2          1819
buf_1             37
nand2_1          111
inv_1             70
buf_6             33
-- per-layer routing --
layer | vias up | share of wire [%] | global-route usage, %
li1 | 45000 | - | -
met1 | 56100 | 31 | 24.3
met2 | 7109 | 48 | 31.6
met3 | 993 | 18 | 17.1
met4 | 36 | 3.4 | 5.46
met5 | - | 0.27 | 2.09
Power figures rest on the tool's default switching activity, not on a simulated workload.
